===== flow/design.v =====
module MEM(
		input clk, rst, store_en, wb_mem_select,
		input [15:0] inst, ex_res, data_in,
		output [15:0] inst_out, mem_res, test_data_out);
		wire[15:0] loaded_data;
		assign inst_out = inst;
		assign mem_res = (wb_mem_select) ? loaded_data : ex_res;
		dataMem dataMem_inst(clk, rst, store_en, ex_res, data_in, loaded_data, test_data_out);
endmodule 
module dataMem(
	input clk, rst, wr_en,
	input[15:0] addr, data_in,
	output[15:0] data_out, test_data_out
);
	reg [15:0] data [0:63];
	assign data_out = data[addr[5:0]];
	assign test_data_out = data[0];
	always @(posedge clk)
	begin
		if(wr_en)
		begin
			data[addr[5:0]] = data_in;
		end
	end
endmodule

===== flow/run.sh =====
#!/bin/bash
# OpenROAD 26Q1-2900-gdf79404cd8, Yosys 0.63+post, stock flow scripts
make -C /OpenROAD-flow-scripts/flow DESIGN_CONFIG=/design/flow/config.mk WORK_HOME=/design/flow/orfs finish

===== flow/config.mk =====
export PLATFORM = sky130hd
export DESIGN_NAME = MEM
export DESIGN_NICKNAME = MEM
export VERILOG_FILES = /design/flow/design.v
export SDC_FILE = /design/flow/constraint.sdc
export NUM_CORES = 4
export LEC_CHECK = 1
export CORE_UTILIZATION = 30

===== flow/constraint.sdc =====
current_design MEM

set clk_period 17.3
set clk_io_pct 0.2

create_clock -name clk0 -period $clk_period [get_ports {clk}]

set non_clock_inputs [all_inputs -no_clocks]
set_input_delay [expr $clk_period * $clk_io_pct] -clock clk0 $non_clock_inputs
set_output_delay [expr $clk_period * $clk_io_pct] -clock clk0 [all_outputs]

==> metrics.txt <==
# HELP chip_impl_metric Implementation results
# TYPE chip_impl_metric gauge
chip_impl_metric{name="std_cell_rows",unit=""} 133
chip_impl_metric{name="dr.first_iter.drc_count",unit=""} 1629
chip_impl_metric{name="worst_path_largest_cell_delay",unit="ns"} 0.71
chip_impl_metric{name="critical_path_peak_fanout",unit=""} 48
chip_impl_metric{name="chipArea",unit="um2"} 135000
chip_impl_metric{name="setup_viol",unit=""} 0
chip_impl_metric{name="clkSlewWorstSetupHoldPaths",unit="ns"} 0.05
chip_impl_metric{name="fmaxAchievable",unit="MHz"} 82.1
chip_impl_metric{name="global_route.usage.total",unit="%"} 18.5
chip_impl_metric{name="numCtsBuffers",unit=""} 102
chip_impl_info{name="ff_type",value="sky130_fd_sc_hd__edfxtp_1"} 1
chip_impl_metric{name="grt_start_max_net_pins",unit=""} 98
chip_impl_metric{name="number_of_i_o_pins",unit=""} 100
chip_impl_metric{name="synth_stat.cells",unit=""} 2176
chip_impl_metric{name="ff_latch_area",unit="um2"} 30700
chip_impl_metric{name="initial_antenna_violation_count",unit=""} 7
chip_impl_metric{name="finalWorstPathRequiredPeriod",unit="ns"} 12.18
chip_impl_metric{name="synth-seq-area-share",unit="%"} 76.9
chip_impl_metric{name="warnings",unit=""} 27
chip_impl_metric{name="fin_setup_tns",unit="ns"} 0
chip_impl_info{name="root_buffer",value="sky130_fd_sc_hd__clkbuf_16"} 1
chip_impl_metric{name="grt_pass1_vias",unit=""} 23800
chip_impl_info{name="rsz0062_at_grt",value="false"} 1
chip_impl_metric{name="fp.coreArea",unit="um2"} 132000
chip_impl_metric{name="logic_area",unit="um2"} 8330
chip_impl_metric{name="gp_congestion",unit=""} 0.970
chip_impl_metric{name="grt_pass1_wl",unit="mm"} 167
chip_impl_metric{name="io_buffers",unit=""} 66
chip_impl_metric{name="die_height",unit="um"} 367
chip_impl_metric{name="worst_ir_drop_vdd",unit="mV"} 0.0797
chip_impl_info{name="timing.hold.worst.class",value="input pin to flip-flop"} 1
chip_impl_metric{name="synth.avg_cell_area",unit="um2"} 18.4
chip_impl_metric{name="area_of_all_placed_cells_without_fillers",unit="um2"} 46200
chip_impl_metric{name="routed_via_density",unit=""} 5.32
chip_impl_metric{name="totalWireLength",unit="mm"} 117
chip_impl_metric{name="first_pass_iters",unit=""} 6
chip_impl_metric{name="wire_per_inst",unit="um"} 28.2
chip_impl_metric{name="critical_path_depth",unit=""} 11
chip_impl_metric{name="ys_chip_area",unit="um2"} 40000
chip_impl_metric{name="largest_register_ff_count",unit=""} 1024
chip_impl_info{name="worstPathCellList",value="buf_8 > buf_4 > buf_4 > buf_4 > nor2_1 > a22oi_1 > o21ai_0 > a2111oi_1 > buf_4 > a41oi_1 > clkdlybuf4s50_1"} 1
chip_impl_metric{name="worst_pin_slew",unit="ns"} 1.32
chip_impl_metric{name="fillerInstances",unit=""} 12000
chip_impl_metric{name="dp_hpwl",unit="mm"} 70.0
chip_impl_metric{name="area_delta_synth_final",unit="%"} 15.5
chip_impl_metric{name="floorplan.die.width",unit="um"} 367
chip_impl_metric{name="layout_worst_path_cycle_share",unit="%"} 70.4
chip_impl_metric{name="ys_async_sr_fraction",unit="%"} 0
chip_impl_metric{name="yosys_warnings",unit=""} 1
chip_impl_info{name="timing.critical_path.mode_cell",value="sky130_fd_sc_hd__buf_4"} 1
chip_impl_metric{name="ctsResizeCount",unit=""} 0
chip_impl_metric{name="route.detailed.drc",unit=""} 0
chip_impl_metric{name="clk_path_buf_depth",unit=""} 3
chip_impl_info{name="startpoint_type",value="input pin"} 1
chip_impl_metric{name="fp-utilization",unit="%"} 30.3
chip_impl_metric{name="synth_cells",unit=""} 2176
chip_impl_metric{name="critical_path_required",unit="ns"} 13.84
chip_impl_metric{name="drive_gt1_share",unit="%"} 19.9
chip_impl_metric{name="post_synth_instance_area",unit="um2"} 40000
chip_impl_info{name="cp_slowest_cell",value="sky130_fd_sc_hd__buf_4"} 1
chip_impl_info{name="cts_tree",value="built"} 1
chip_impl_info{name="critPathTopFamily",value="buffers and inverters"} 1
chip_impl_metric{name="detailroute.via_count",unit=""} 22100
chip_impl_info{name="path_class",value="input pin to output pin"} 1
chip_impl_info{name="status",value="completed"} 1
chip_impl_metric{name="post-cts-setup-buffers",unit=""} 0
chip_impl_metric{name="power_per_cell_area",unit="nW/um2"} 113
chip_impl_metric{name="max_cap_violations",unit=""} 0
chip_impl_metric{name="edf_count",unit=""} 1024
chip_impl_metric{name="hold_violations",unit=""} 0
chip_impl_metric{name="cts-htree-levels",unit=""} 3
chip_impl_metric{name="cts_hold_buffers",unit=""} 0
chip_impl_metric{name="route.antenna.remaining_nets",unit=""} 0
chip_impl_metric{name="yosys_register_bits",unit=""} 1024
chip_impl_metric{name="relSlewSlack",unit="%"} 10.7
chip_impl_metric{name="static-leakage-power",unit="nW"} 14.5
chip_impl_metric{name="synth.distinct_cells",unit=""} 62
chip_impl_metric{name="arrival",unit="ns"} 8.72
chip_impl_info{name="critical_path.endpoint_type",value="output pin"} 1
chip_impl_metric{name="placement.cell_area",unit="um2"} 42900
chip_impl_metric{name="clkSinkCount",unit=""} 1024
chip_impl_metric{name="hold_path_depth",unit=""} 1
chip_impl_metric{name="gr-total-overflow",unit=""} 0
chip_impl_metric{name="final-max-slew-violation-count",unit=""} 0
chip_impl_metric{name="crit_buf_inv",unit=""} 6
final cells by class:
cell class	instances	share of cell area, %
flip-flops and latches	1024	66.6
multi-input cells	984	18.0
clock buffers	126	5.86
well taps	1755	4.75
repair buffers	196	3.43
clock inverters	58	1.30
inverters	4	0.0325
diodes	1	0.00542
worst paths after layout:
| path | startpoint | to | slack (ns) |
|---|---|---|---|
| max | ex_res[2] | mem_res[4] | 5.12 |
| min | data_in[15] | dataMem_inst.data[0][15]$_DFFE_PP_ | 2.99 |
cell families (layout without fill, tap and decap cells):
group                  count (synthesis)  in the layout  share of synthesized area (%)
and+or+nand+nor                      266            266                           2.90
muxes                                269            269                           9.47
DFF                                 1024           1024                           76.9
buffers and inverters                168            384                           2.41
other                                  0              1                              0
AOI/OAI and AO/OA                    449            449                           8.30
stage by stage:
| step | total power, mW | cells | setup slack, ns | hold WS [ns] | util, % |
|---|---|---|---|---|---|
| 3_3_place_gp | 3.10 | 3963 | 5.28 | 3.67 | 32.5 |
| 4_1_cts | 5.26 | 4147 | 5.17 | 2.95 | 35.0 |
| 6_report | 5.24 | 4148 | 5.12 | 2.99 | 35.0 |
| 3_5_place_dp | 3.11 | 3963 | 5.17 | 3.66 | 32.5 |
| 5_1_grt | 5.38 | 4148 | 4.93 | 2.98 | 35.0 |
| 2_1_floorplan | 2.95 | 2176 | 8.77 | 3.56 | - |
layer usage:
layer | GRT usage (%) | routed length [um] | up-vias
li1 | - | - | 9264
met1 | 19.1 | 37100 | 10900
met2 | 26.6 | 51500 | 1669
met3 | 17.5 | 24100 | 228
met4 | 4.54 | 3560 | 24
met5 | 3.13 | 647 | -
where the power goes:
part           total (mW)  internal (mW)  switching, mW
registers            2.75           2.75        0.00374
clock network        2.18           1.27          0.904
logic               0.308         0.0928          0.215
total                5.24           4.11           1.12
layout by cell type (no fill, tap or decap), types with 16 or more instances in the layout:
| master | Yosys | final |
|---|---|---|
| sky130_fd_sc_hd__o21ai_0 | 51 | 51 |
| sky130_fd_sc_hd__o22ai_1 | 42 | 42 |
| sky130_fd_sc_hd__mux2i_1 | 111 | 111 |
| sky130_fd_sc_hd__buf_4 | 40 | 129 |
| sky130_fd_sc_hd__buf_2 | 62 | 16 |
| sky130_fd_sc_hd__mux2_2 | 73 | 73 |
| sky130_fd_sc_hd__nand2_1 | 72 | 72 |
| sky130_fd_sc_hd__a22o_1 | 16 | 16 |
| sky130_fd_sc_hd__a22oi_1 | 81 | 81 |
| sky130_fd_sc_hd__clkdlybuf4s50_1 | 0 | 47 |
| sky130_fd_sc_hd__a221o_1 | 19 | 19 |
| sky130_fd_sc_hd__mux4_2 | 79 | 79 |
| sky130_fd_sc_hd__clkinv_2 | 0 | 21 |
| sky130_fd_sc_hd__edfxtp_1 | 1024 | 1024 |
| sky130_fd_sc_hd__nor2_1 | 129 | 123 |
| sky130_fd_sc_hd__a21oi_1 | 54 | 54 |
| sky130_fd_sc_hd__clkbuf_16 | 0 | 105 |
| sky130_fd_sc_hd__a221oi_1 | 100 | 100 |
| sky130_fd_sc_hd__clkbuf_1 | 41 | 21 |
cells in the mapped netlist, types with 9 or more instances:
| cell | instances | area share [%] |
|---|---|---|
| sky130_fd_sc_hd__nand3_1 | 9 | 0.11 |
| sky130_fd_sc_hd__mux2i_1 | 111 | 2.8 |
| sky130_fd_sc_hd__a211oi_1 | 10 | 0.19 |
| sky130_fd_sc_hd__a221oi_1 | 100 | 2.2 |
| sky130_fd_sc_hd__a22o_1 | 16 | 0.35 |
| sky130_fd_sc_hd__nor2_1 | 129 | 1.2 |
| sky130_fd_sc_hd__buf_4 | 40 | 0.75 |
| sky130_fd_sc_hd__buf_6 | 14 | 0.39 |
| sky130_fd_sc_hd__a21oi_1 | 54 | 0.68 |
| sky130_fd_sc_hd__edfxtp_1 | 1024 | 77 |
| sky130_fd_sc_hd__buf_2 | 62 | 0.78 |
| sky130_fd_sc_hd__o21ai_0 | 51 | 0.64 |
| sky130_fd_sc_hd__nand2_1 | 72 | 0.68 |
| sky130_fd_sc_hd__o22ai_1 | 42 | 0.66 |
| sky130_fd_sc_hd__nor3_1 | 11 | 0.14 |
| sky130_fd_sc_hd__mux2_2 | 73 | 2.1 |
| sky130_fd_sc_hd__a22oi_1 | 81 | 1.5 |
| sky130_fd_sc_hd__clkbuf_1 | 41 | 0.39 |
| sky130_fd_sc_hd__a31oi_1 | 13 | 0.20 |
| sky130_fd_sc_hd__o221ai_1 | 9 | 0.20 |
| sky130_fd_sc_hd__o32a_1 | 9 | 0.23 |
| sky130_fd_sc_hd__a221o_1 | 19 | 0.48 |
| sky130_fd_sc_hd__mux4_2 | 79 | 4.5 |
Power figures rest on the tool's default switching activity, not on a simulated workload.
