### ./run.sh
#!/bin/bash
# OpenROAD 26Q1-2900-gdf79404cd8, Yosys 0.63+post, stock flow scripts
make -C /OpenROAD-flow-scripts/flow DESIGN_CONFIG=/design/flow/config.mk WORK_HOME=/design/flow/orfs finish
### ./config.mk
export PLATFORM = sky130hd
export DESIGN_NAME = cache
export DESIGN_NICKNAME = cache
export VERILOG_FILES = /design/flow/design.v
export SDC_FILE = /design/flow/constraint.sdc
export NUM_CORES = 4
export LEC_CHECK = 1
export CORE_UTILIZATION = 30
export SYNTH_MEMORY_MAX_BITS = 65536
### ./constraint.sdc
current_design cache

set clk_period 166.5
set clk_io_pct 0.2

create_clock -name clk0 -period $clk_period [get_ports {clk}]

set non_clock_inputs [all_inputs -no_clocks]
set_input_delay [expr $clk_period * $clk_io_pct] -clock clk0 $non_clock_inputs
set_output_delay [expr $clk_period * $clk_io_pct] -clock clk0 [all_outputs]
### ./design.v
module cache(
	input clk, rst,
	input	[15:0] address,
	input	[15:0] wdata,
	input 	w_command,
	output	[15:0] rdata,
	output	read_hit
);
	reg recently_used_col [255:0];
	reg [7:0] tag_bank_1	[255:0];
	reg [7:0] tag_bank_2	[255:0];
	reg [15:0] data_bank_1	[255:0];
	reg [15:0] data_bank_2	[255:0];
	reg valid_bank_1	[255:0];
	reg valid_bank_2	[255:0];
	reg [15:0] selected_data;
	reg set_1_hit, set_2_hit;
	wire [7:0] tag;
	wire [7:0] index;
	assign tag=address[15:8];
	assign index=address[7:0];
	assign read_hit=(set_1_hit || set_2_hit);
	assign rdata=selected_data;
	always@(posedge clk)
	begin
		if(rst)
		begin
			selected_data<=0;
			set_1_hit<=0;
			set_2_hit<=0;
		end
		else
			if(w_command==1'b1)
			begin
				set_1_hit<=1'b0;
				set_2_hit<=1'b0;
				if(tag==tag_bank_1[index])
				begin
					valid_bank_1[index]<=1'b1;
					data_bank_1[index]<=wdata;
					recently_used_col[index]<=1'b0;
				end
				else
				begin
					if(tag==tag_bank_2[index])
					begin
						valid_bank_2[index]<=1'b1;
						data_bank_2[index]<=wdata;
						recently_used_col[index]<=1'b1;
					end
					else
					begin
						if(recently_used_col[index]==1'b1)
						begin
							valid_bank_1[index]<=1'b1;
							data_bank_1[index]<=wdata;
							tag_bank_1[index]<=tag;
							recently_used_col[index]<=1'b0;
						end
						else
						begin
							valid_bank_2[index]<=1'b1;
							data_bank_2[index]<=wdata;
							tag_bank_2[index]<=tag;
							recently_used_col[index]<=1'b1;
						end
					end
				end
			end
			else
			begin
				if(tag==tag_bank_1[index] && valid_bank_1[index]==1'b1)
				begin
					set_1_hit<=1'b1;
					set_2_hit<=1'b0;
					recently_used_col[index]<=1'b0;
					selected_data<=data_bank_1[index];
				end
				else
				begin
					if(tag==tag_bank_2[index] && valid_bank_2[index]==1'b1)
					begin
						set_1_hit<=1'b0;
						set_2_hit<=1'b1;
						recently_used_col[index]<=1'b1;
						selected_data<=data_bank_2[index];
					end
					else
					begin
						set_1_hit<=1'b0;
						set_2_hit<=1'b0;
					end
				end
			end
	end
endmodule
==> impl_metrics.tcl <==
# yosys + openroad results
set metrics [dict create \
    run_status "complete, but fails checks" \
    violations "max-capacitance violations, max-slew violations" \
    critical_path_class "in -> reg" \
    power.clock.fraction_pct 42.0 \
    postSynth.asyncResetShare_pct 0 \
    worst_ir_drop_vdd_v 0.0000117 \
    overflow 0 \
    actual_transition_at_the_worst_max_transition_pin_ps 1730 \
    timing.final.crit_period_ps 45370 \
    place_congestion 0.951 \
    rsz0062_at_grt "false" \
    cts_setup_buffers 0 \
    hold_violations 0 \
    layout-area-overhead-vs-synth_pct 15.2 \
    max_clock_freq_ghz 0.0220 \
    holdCritPathClass "reg -> reg" \
    maxSlewViolCount 15 \
    die-height_um 1280 \
    init_core_util_pct 30.1 \
    timing.critical_path.mode_cell "sky130_fd_sc_hd__buf_4" \
    worstPathMaxFanout 81 \
    setup_viol_count_final 0 \
    cts_bufs_inserted 1278 \
    crit_path_end_kind "flop" \
    floorplan.die_area_um2 1630000 \
    seqPwrFrac_pct 52.8 \
    slowest_stage "sky130_fd_sc_hd__a2111oi_4" \
    synthCells 21153 \
    antenna_found_initial 171 \
    hpwlAfterDp_um 987000 \
    ys.warnings.count 1 \
    via_density 5.11 \
    post_route_cells_drive_above_1_share_pct 31.4 \
    warning_count 73 \
    power.internal_uw 5160 \
    critical_path.cell_chain "buf_16 -> buf_4 -> buf_4 -> buf_12 -> buf_4 -> buf_4 -> buf_4 -> buf_4 -> buf_4 -> buf_4 -> mux4_2 -> a22oi_1 -> a41oi_1 -> a31oi_1 -> nand3_1 -> nand3_1 -> o2111ai_1 -> a2111oi_4 -> or2_1 -> or4_4 -> buf_4 -> buf_4 -> buf_4 -> nor2_1" \
    insertion_delay_ps 1290 \
    cts_tree "done" \
    post-route-drc-count 0 \
    drv_cap 3 \
    routed_wl_um 1510000 \
    synth.distinct_cells 78 \
    cp_buf_inv_count 13 \
    clkSlewWorstSetupHoldPaths_ps 60 \
    cellLeakagePower_uw 0.171 \
    routed-via-count 232492 \
    p_sw_uw 1440 \
    power.switching_fraction_pct 21.8 \
    flop_cell "sky130_fd_sc_hd__edfxtp_1" \
    postCtsHoldBufs 0 \
    worst_path_dominant_cell_family "buffers and inverters" \
    fin_setup_tns_ps 0 \
    synth_flop_count 12562 \
    timing.clock.skew_ps 104 \
    worst_setup_path_start_kind "input pin" \
    drtAntennaViolNets 0 \
    detail_route.wl_per_cell_um 33.2 \
    final-comb-area_um2 104000 \
    postSynthSeqShare_pct 77.4 \
    area_of_the_synthesized_netlist_per_yosys_stat_um2 487000 \
    io_pins 52 \
    cp_num_cells 24 \
    final_cycle_utilization_of_the_critical_path_pct 27.2 \
    fp-row-count 467 \
    drtPass1Iterations 6 \
    die.size.x_um 1280 \
    cts_buffer_depth 5 \
    comb_power_share_pct 5.2 \
    power_density_nw_per_um2 11.8 \
    required_ps 167380 \
    tally_of_buffers_added_on_design_ports 51 \
    cts.repair.resized 0 \
    final-seq-area_um2 377000 \
    slew_headroom_pct -15.7 \
    detailed_place.area_um2 520000 \
    clock_tree.htree_level_count 7 \
    rr_worst_depth 15 \
    synth_stat.cells 21153 \
    critical-path-max-stage-delay_ps 890 \
    final_cell_area_um2 561000 \
    first_global_vias 256633 \
    grt_max_degree 118 \
    syn_area_per_cell_um2 23.0 \
    first_iter_violations 17806 \
    hold_path_depth 2 \
    synth_area_um2 487000 \
    cts.sinks 12562 \
    edf_count 12544 \
    grt_pass1_wl_um 2070000 \
    critPathArrivalTime_ps 46250 \
    clk_root_buffer_cell "sky130_fd_sc_hd__clkbuf_16" \
    coreArea_um2 1620000 \
    fillerInstances 146850 \
    globalRouteTotalUtil_pct 19.9 \
]
-- synthesized netlist by cell type (13+ instances only) --
library cell               number  area [µm²]
sky130_fd_sc_hd__edfxtp_1   12544      377000
sky130_fd_sc_hd__mux4_2      3329       75000
sky130_fd_sc_hd__nor2_1      1172        4400
sky130_fd_sc_hd__mux2i_1      816        8170
sky130_fd_sc_hd__a22oi_1      597        4480
sky130_fd_sc_hd__buf_2        517        2590
sky130_fd_sc_hd__nand2_1      391        1470
sky130_fd_sc_hd__clkbuf_1     269        1010
sky130_fd_sc_hd__buf_4        202        1520
sky130_fd_sc_hd__nor2_4       200        2250
sky130_fd_sc_hd__nand3_1      191         956
sky130_fd_sc_hd__buf_6        138        1550
sky130_fd_sc_hd__a21oi_1       74         370
sky130_fd_sc_hd__buf_1         69         259
sky130_fd_sc_hd__nand4_1       51         319
sky130_fd_sc_hd__a22o_1        45         394
sky130_fd_sc_hd__a221oi_1      44         385
sky130_fd_sc_hd__a31oi_1       41         257
sky130_fd_sc_hd__buf_12        36         721
sky130_fd_sc_hd__mux2_2        32         360
sky130_fd_sc_hd__mux4_1        32         841
sky130_fd_sc_hd__nor3_1        32         160
sky130_fd_sc_hd__o21ai_0       32         160
sky130_fd_sc_hd__nor4_1        27         169
sky130_fd_sc_hd__o22ai_1       23         144
sky130_fd_sc_hd__xnor2_1       19         166
sky130_fd_sc_hd__dfxtp_1       18         360
sky130_fd_sc_hd__a211oi_1      17         128
sky130_fd_sc_hd__a41oi_1       14         123
sky130_fd_sc_hd__nand2b_1      13        81.3
-- registers in the layout, indices dropped and copies added (netlist names) --
signal / count
data_bank_1: 4096
data_bank_2: 4096
recently_used_col: 256
selected_data: 16
set_1_hit: 1
tag_bank_2: 2048
set_2_hit: 1
tag_bank_1: 2048
-- power groups by stage --
stage     logic (µW)  clock network (µW)  registers [µW]
4_1_cts          342                2810            3480
5_1_grt          361                2930            3480
6_report         345                2770            3480
-- kinds of logic after synthesis --
kind of cell / synth area share (%)
AND-OR/OR-AND: 1.46
flip-flops: 77.4
XOR/XNOR: 0.0432
buffers and inverters: 1.60
AND/OR/NAND/NOR: 2.12
multiplexers: 17.3
-- path summary, 6_finish.rpt --
| check | end | start | slack, ps |
|---|---|---|---|
| worst max-delay path | tag_bank_1[106][6]$_DFFE_PP_ | address[1] | 121130 |
| worst min-delay path | selected_data[8]$_SDFFE_PP0P_ | selected_data[8]$_SDFFE_PP0P_ | 810 |
| worst max register to register | tag_bank_1[106][3]$_DFFE_PP_ | tag_bank_2[228][1]$_DFFE_PP_ | 157830 |
| worst min register to register | selected_data[8]$_SDFFE_PP0P_ | selected_data[8]$_SDFFE_PP0P_ | 810 |
-- cells in the final DEF, fill, tap and decap left out, types with 27 or more instances in the layout --
cell type | synthesis | routed
sky130_fd_sc_hd__a21oi_1 | 74 | 74
sky130_fd_sc_hd__a221oi_1 | 44 | 43
sky130_fd_sc_hd__a22o_1 | 45 | 45
sky130_fd_sc_hd__a22oi_1 | 597 | 597
sky130_fd_sc_hd__a31oi_1 | 41 | 41
sky130_fd_sc_hd__buf_12 | 36 | 35
sky130_fd_sc_hd__buf_4 | 202 | 1468
sky130_fd_sc_hd__bufinv_16 | 0 | 84
sky130_fd_sc_hd__clkbuf_1 | 269 | 273
sky130_fd_sc_hd__clkbuf_16 | 0 | 1296
sky130_fd_sc_hd__clkinv_1 | 0 | 268
sky130_fd_sc_hd__clkinv_16 | 0 | 27
sky130_fd_sc_hd__clkinv_2 | 0 | 212
sky130_fd_sc_hd__clkinvlp_4 | 0 | 32
sky130_fd_sc_hd__diode_2 | 0 | 222
sky130_fd_sc_hd__edfxtp_1 | 12544 | 12544
sky130_fd_sc_hd__inv_6 | 0 | 37
sky130_fd_sc_hd__mux2_2 | 32 | 32
sky130_fd_sc_hd__mux2i_1 | 816 | 816
sky130_fd_sc_hd__mux4_1 | 32 | 32
sky130_fd_sc_hd__mux4_2 | 3329 | 3329
sky130_fd_sc_hd__nand2_1 | 391 | 373
sky130_fd_sc_hd__nand3_1 | 191 | 191
sky130_fd_sc_hd__nand4_1 | 51 | 51
sky130_fd_sc_hd__nor2_1 | 1172 | 618
sky130_fd_sc_hd__nor2_2 | 0 | 519
sky130_fd_sc_hd__nor2_4 | 200 | 235
sky130_fd_sc_hd__o21ai_0 | 32 | 32
-- worst min-delay path, stage by stage (launching register included) --
cell and delay [ps]:
sky130_fd_sc_hd__dfxtp_1 550, sky130_fd_sc_hd__nand2_1 150, sky130_fd_sc_hd__a21oi_1 60
-- metal layers --
layer	share of wire [%]	GRT usage, %	wire length, µm	up-vias
met4	6.1	10.2	92900	284
met2	44	27.5	668000	17548
li1	-	-	-	93476
met1	26	17.2	395000	118214
met5	1.1	7.74	16300	-
met3	23	20.5	341000	2970
-- per-stage QoR --
stage / hold slack [ps] / utilization [%] / instances / setup WS [ps] / total power (µW)
6_report: 813 / 34.7 / 45540 / 121130 / 6600
2_1_floorplan: 417 / - / 21153 / 125730 / 3720
4_1_cts: 752 / 34.7 / 45318 / 121620 / 6630
3_3_place_gp: 742 / 32.2 / 43040 / 120310 / 3880
5_1_grt: 788 / 34.7 / 45428 / 120920 / 6770
3_5_place_dp: 736 / 32.2 / 43040 / 120320 / 3890
-- cell type report --
class                   instances  share of cell area [%]
well taps                   21574                    4.81
clock inverters               706                    1.20
inverters                       7                 0.00647
flip-flops and latches      12562                    67.2
repair buffers               1553                    2.21
multi-input cells            7344                    18.5
clock buffers                1572                    5.97
diodes                        222                  0.0990
Power figures rest on the tool's default switching activity, not on a simulated workload.
